**design/flow/run.sh**
```bash
#!/bin/bash
# OpenROAD 26Q1-2900-gdf79404cd8, Yosys 0.63+post, stock flow scripts
make -C /OpenROAD-flow-scripts/flow DESIGN_CONFIG=/design/flow/config.mk WORK_HOME=/design/flow/orfs finish
```
**design/flow/config.mk**
```make
export PLATFORM = sky130hd
export DESIGN_NAME = alu
export DESIGN_NICKNAME = alu
export VERILOG_FILES = /design/flow/design.v
export SDC_FILE = /design/flow/constraint.sdc
export NUM_CORES = 4
export LEC_CHECK = 1
export CORE_AREA = 10 10 87 87
export DIE_AREA = 0 0 97 97
export SYNTH_HDL_FRONTEND = slang
```
**design/flow/constraint.sdc**
```tcl
current_design alu

set clk_period 3.8
set clk_io_pct 0.2

create_clock -name clk0 -period $clk_period [get_ports {clk}]

set non_clock_inputs [all_inputs -no_clocks]
set_input_delay [expr $clk_period * $clk_io_pct] -clock clk0 $non_clock_inputs
set_output_delay [expr $clk_period * $clk_io_pct] -clock clk0 [all_outputs]
```
**design/flow/design.v**
```verilog
interface alu_if;
  logic clk, carry_in, mode, compare, carry_out;
  logic [15:0] in_a;
  logic [15:0] in_b;
  logic [15:0] out;
  logic [ 3:0] select;
endinterface
typedef enum logic [1:0] {
  add = 2'h1,
  sub = 2'h2,
  nop = 2'h0
} operation_t   ;
module alu #(
    parameter WIDTH = 6
) (
    input clk,
    input rst,
    input operation_t op_in,
    input [WIDTH-1:0] a_in,
    input [WIDTH-1:0] b_in,
    input in_valid,
    output logic [WIDTH-1:0] out,
    output logic out_valid
);
  operation_t op_in_r;
  logic [WIDTH-1:0] a_in_r;
  logic [WIDTH-1:0] b_in_r;
  logic in_valid_r;
  logic [WIDTH-1:0] result;
  always_ff @(posedge clk, posedge rst) begin
    if (rst) begin
      op_in_r <= '0;
      a_in_r <= '0;
      b_in_r <= '0;
      in_valid_r <= '0;
    end else begin
      op_in_r <= op_in;
      a_in_r <= a_in;
      b_in_r <= b_in;
      in_valid_r <= in_valid;
    end
  end
  always_comb begin
    result = '0;
    if (in_valid_r) begin
      case (op_in_r)
        add: result = a_in_r + b_in_r;
        sub: result = a_in_r + (~b_in_r + 1'b1);
        default: result = '0;
      endcase
    end
  end
  always_ff @(posedge clk, posedge rst) begin
    if (rst) begin
      out <= '0;
      out_valid <= '0;
    end else begin
      out <= result;
      out_valid <= in_valid_r;
    end
  end
endmodule
;
```
==> flow_summary.toml <==
# synthesis and place-and-route metrics
[sta]
layout_min_cycle_time_ns = 1.83
rsz0062_at_grt = "no"
maxSlewHeadroom_pct = 75.8
setup_tns_ns = 0
clock_skew_ns = 0.00231
timing.fmax_mhz = 548
whs_ns = 0.410
finalSetupViolations = 0
worst_pin_slew_ns = 0.363
worst_slack_ns = 1.97
maxSlewViolCount = 0
hold_viol_final = 0
fin_crit_sh_pct = 48.1

[placed_design]
hpwl_um = 1670
place_inst = 186
placed_area_mm2 = 0.00139
io_buffers = 23
pre_cts_slack_ns = 2.00
place.gp.congestion = 0.796

[detailed_routing]
antenna_cells = 0
drc = 0
viasPerCell = 3.71
dr.pass1.iters = 4
drt_iter0_markers = 38
drtAntennaViolNets = 0
wl_per_cell_um = 10.7
vias = 705
wirelength_um = 2030

[clocking]
postCtsHoldBufs = 0
clkSlewWorstSetupHoldPaths_ns = 0.08
clockBufferDepth = 2
clkLatencyLatePin_ns = 0.25
postCtsSetupBuffers = 0
cts-root-buf = "clkbuf_8"
cts_resized = 0
cts_buffers = 3
htree_levels = 1
tritoncts = "built"
clock_sinks = 22

[status]
status = "complete, no violations"

[grt]
overflow = 0
grt_pass1_wl_um = 3440
grt_max_degree = 23
grt_pass1_vias = 713
antenna_found_initial = 0
grt_usage_pct = 4.34

[yosys]
synth_cell_types = 29
synth_area_mm2 = 0.00107
synth-warning-count = 0
synth_flops = 22
yosys-stat-cells = 92
syn_avg_cell_area_um2 = 11.7
synth_seq_share_pct = 51.3
ys_chip_area_mm2 = 0.00107
synthCells = 92

[setup_path]
path_class = "flop to flop"
arrival_ns = 2.01
cp_max_fo = 3
cp_slowest_cell = "fa_1"
reg2reg_from = "a_in_r[0]"
startpoint = "a_in_r[0]"
critPathBufInv = 0
reg2reg_slack_ns = 1.97
cp-end-kind = "flop"
cp_cell_sequence = "ha_1, fa_1, a21oi_1, o21bai_1, mux2_1, a31oi_1"
critPathMaxStageDelay_ns = 0.42
cp_data_required_time_ns = 3.98
startpoint_type = "flop"
critPathTopFamily = "adder cells"

[floorplanning]
core-area_mm2 = 0.00564
num_io_pins = 24
die_y_um = 97
fp_util_pct = 19.0
die_x_um = 97
chipArea_mm2 = 0.00941
rows = 27

[finish]
combGateArea_um2 = 462
area_growth_pct = 35.0
seq_area_um2 = 551
final_layout_size_suffix_gt1_share_pct = 8.47
final_cell_mix = "23 x clkdlybuf4s50_1, 22 x dfrtp_1, 13 x inv_1"
final_common_cell = "clkdlybuf4s50_1"
layout.cells.non_filler = 190
fin_util_pct = 25.7
fin_area_mm2 = 0.00145
fillerInstances = 596

[flow_run]
maxCapViolations = 0
warnings = 31

[hold_path]
hold_class = "flop to flop"
hold_path_startpoint = "in_valid_r"

[power_and_ir_drop]
power.total_mw = 0.499
ir_worst_vdd_uv = 190
power.density_mw_per_mm2 = 345
power_leakage_nw = 0.656
-- layout make-up --
type / count / share of cell area, %
tap: 72 / 6.22
sequential: 22 / 38.0
timing repair buffer: 24 / 16.4
multi-input combinational: 54 / 31.9
inverter: 14 / 3.63
clock buffer: 4 / 3.80
-- per-layer routing --
layer  wire length, um  track usage, %  vias up  part of all wire, %
met5                 0               0        -                    0
met4                14           0.338        0                 0.69
met3                81            1.43        2                  4.0
met2               916            6.65       14                   45
met1              1020            6.04      325                   50
li1                  -               -      364                    -
-- cell usage after synthesis, drive strengths merged --
cell type  count  area (um2)
nor2           3        11.3
inv           14        52.6
o31ai          1        7.51
mux2           2        26.3
xnor2          1        8.76
o21ai          1        5.00
a221oi         4        41.3
fa             2        40.0
ha            12         150
dfrtp         22         551
nand2b         1        6.26
a21oi          5        25.0
or3b           1        8.76
o211ai         1        12.5
nand4          1        6.26
clkbuf         2        7.51
nor3           2        10.0
a31oi          2        12.5
o21bai         1        7.51
a211oi         1        7.51
nor2b          2        12.5
a21o           2        15.0
a22oi          1        7.51
xor2           1        8.76
nand3          4        20.0
nand2          3        11.3
-- power by group --
group	internal, mW	total, mW	switching [mW]
combinational	0.0458	0.0847	0.0388
sequential	0.246	0.253	0.00696
clock	0.0921	0.162	0.0695
-- cells by family after synthesis --
group / after synthesis / share of synthesized area (%)
mux: 2 / 2.45
fa+ha+maj: 14 / 17.7
xor+xnor: 2 / 1.63
buf+inv: 16 / 5.60
simple gates: 17 / 8.05
compound gates: 19 / 13.2
flops: 22 / 51.3
-- state kept, by name, indices dropped and copies added, names as in the netlist --
register,cells
out,6
a_in_r,6
out_valid,1
b_in_r,6
op_in_r,2
in_valid_r,1
-- worst reg2reg max path: cells and delay by family, from the launching register on --
| kind | cells | cell delay [ns] |
|---|---|---|
| muxes | 1 | 0.32 |
| AOI/OAI and AO/OA | 3 | 0.40 |
| DFF | 1 | 0.38 |
| adders and majority gates | 2 | 0.66 |
-- path summary, 6_finish.rpt --
path                       depth (start not counted)         to
setup / recovery                                   6     out[4]
hold / removal                                     0  out_valid
setup reg to reg                                   6     out[4]
hold reg to reg                                    0  out_valid
max in group asynchronous                          3     out[4]
min in group asynchronous                          3  a_in_r[1]
Power is estimated from default activity; no workload was simulated.
